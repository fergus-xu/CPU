===== ./config.mk =====
export PLATFORM = sky130hd
export DESIGN_NAME = adder_64bit
export DESIGN_NICKNAME = adder_64bit
export VERILOG_FILES = /design/flow/design.v
export SDC_FILE = /design/flow/constraint.sdc
export NUM_CORES = 4
export LEC_CHECK = 1
export CORE_UTILIZATION = 30

===== ./constraint.sdc =====
current_design adder_64bit

set clk_period 62.5
set clk_io_pct 0.2

create_clock -name clk0 -period $clk_period

set non_clock_inputs [all_inputs -no_clocks]
set_input_delay [expr $clk_period * $clk_io_pct] -clock clk0 $non_clock_inputs
set_output_delay [expr $clk_period * $clk_io_pct] -clock clk0 [all_outputs]

===== ./design.v =====
`timescale 10ps/1fs
module adder_1bit(A, B, Cin, sum, Cout);
	input logic A, B, Cin;
	output logic sum, Cout;
	wire [2:0] w;
	xor #5 (w[0], A, B);
	and #5 (w[1], A, B);
	xor #5 (sum, w[0], Cin);
	and #5 (w[2], w[0], Cin);
	or #5 (Cout, w[1], w[2]);
endmodule
`timescale 10ps/1fs
module adder_64bit(A, B, Cin, sum, Cout);  
	input logic [63:0] A, B;
	input logic Cin;
	output logic [63:0] sum;
	output logic Cout;
	logic op;
	logic [64:0] C;
	logic [63:0] G, P;
	logic [63:0] w;
	genvar i;
   generate
		for (i = 0; i < 64; i = i + 1) begin: gates
			and #5 (G[i], A[i], B[i]);
			xor #5 (P[i], A[i], B[i]);
		end
	endgenerate
	assign C[0] = Cin;
	generate
		for (i=0; i < 64; i=i+1) begin: carries
			and #5 (w[i], P[i], C[i]);
			or #5 (C[i+1], w[i], G[i]);
		end
	endgenerate
	generate
        for (i = 0; i < 64; i = i + 1) begin : adder
            adder_1bit adder (.A(A[i]), .B(B[i]), .Cin(C[i]), .sum(sum[i]), .Cout());
        end
   endgenerate
	assign Cout = C[64];
endmodule

===== ./run.sh =====
#!/bin/bash
# OpenROAD 26Q1-2900-gdf79404cd8, Yosys 0.63+post, stock flow scripts
make -C /OpenROAD-flow-scripts/flow DESIGN_CONFIG=/design/flow/config.mk WORK_HOME=/design/flow/orfs finish

==> results.cfg <==
; generated from flow reports
[finish]
nClkBuffers = 0
drive_gt1_share_pct = 0
syn_to_final_growth_pct = 86.23
flops = 0
fin_util_pct = 59.39
logic_area_um2 = 1281
regArea_um2 = 0
fill_cells = 490

[detailed_routing]
vias = 1340
drt-initial-drc-count = 5
diodes = 0
antenna_left = 0
drtPass1Iterations = 2
wl_per_cell_um = 13.23
routed_wl_mm = 4.497
vias_per_cell = 3.941
drc = 0

[setup_path]
start_kind = primary input
cp_slowest_cell = clkdlybuf4s50_1
cp_max_fo = 1
crit_path_end_kind = output port
crit_top_cell = fa_1
cp_data_arrival_time_ns = 38.45
crit_required_ns = 50.00
worstSetupPathType = primary input to output port
slowest_delay_ns = 0.44

[synth]
area_leaders = fa_1 71%, buf_4 27%, inv_1 2.1%
netlist_area_um2 = 1799
postSynthAreaPerCell_um2 = 13.04
ys_area_um2 = 1799
netlist_instances = 138
top_cell_area_share_pct = 71.21
ys_types = 3
synthTopCellsByCount = 64 x buf_4, 64 x fa_1, 10 x inv_1
yosysSeqAreaShare_pct = 0
top_area_cell = fa_1
yosysWarnings = 0
synth_stat.cells = 138

[clocking]
post_cts_resized = 0
cts_setup_buffers = 0
cts_hold_buf = 0

[job]
openroad.warnings = 33
maxCapViolations = 0

[die]
ios = 194
die_width_um = 79.45
fp_util_pct = 31.89
die-area_um2 = 6312
core-area_um2 = 5642
rows = 27
die_h_um = 79.45

[final_timing]
period_needed_ns = 50.95
worst_pin_slew_ns = 0.1219
rsz0062_at_grt = false
hold_violations = 0
timing.fmax_mhz = 19.63
maxSlewViolCount = 0
finalSetupViolations = 0
hold_ws_ns = 26.04
tns_ns = 0
slew_headroom_pct = 91.85
post-route-period-util_pct = 81.52

[pwr]
p_clk_share_pct = 0
peakVddDrop_uv = 5.694
power_frac_seq_pct = 0
static-leakage-power_nw = 1.279
p_sw_share_pct = 24.17
power.internal_mw = 0.02494
combPwrFrac_pct = 100.0
p_switching_mw = 0.007947
power_mw = 0.03289
power_density_nw_per_um2 = 9.815

[placed_design]
hpwl_mm = 4.483
place.gp.congestion = 0.8618
port_buffers = 194

[global_routing]
grt_pass1_wl_mm = 6.948
antenna_found_initial = 0
globalRouteOverflowTotal = 0
first_global_vias = 1492
grt_usage_pct = 15.49
grt_max_degree = 2

[status]
run_status = finished clean

[hold_path]
hp-class = primary input to output port
[worst paths after layout]
path / start / endpoint / slack, ns / cells after the start
worst max-delay path: B[0] / sum[63] / 11.55 / 70
worst min-delay path: Cin / sum[0] / 26.04 / 5
[worst max-delay path, delay by kind of cell]
family | cells | cell delay [ns]
adder cells (fa/ha/maj) | 64 | 24.83
buffers and inverters | 6 | 1.10
[cells by family (layout without fill, tap and decap cells)]
family                     Yosys count  count (layout)  synth area share, %
adders and majority gates           64              64                71.21
buffers and inverters               74             204                28.79
[power by group through the flow]
stage | Combinational (mW) | Sequential [mW] | Clock, mW
CTS | 0.0337 | 0 | 0
global route | 0.0372 | 0 | 0
finish | 0.0329 | 0 | 0
[stage by stage]
step	cells	setup WS, ns	instance area (um^2)
2_1_floorplan	138	13.14	1799
3_3_place_gp	340	11.60	3351
3_5_place_dp	340	11.57	3351
4_1_cts	340	11.51	3351
5_1_grt	340	10.60	3351
6_report	340	11.55	3351
[cells in the final DEF, fill, tap and decap left out, drive strengths merged]
cell type,instances
inv,10
fa,64
clkdlybuf4s50,194
[routing by layer]
| layer | vias to the layer above | global-route usage, % | share of wire, % |
|---|---|---|---|
| met2 | 116 | 25.81 | 51 |
| li1 | 600 | - | - |
| met4 | 0 | 0.7273 | 0.47 |
| met5 | - | 0 | 0 |
| met3 | 2 | 7.773 | 18 |
| met1 | 622 | 19.61 | 30 |
[layout make-up]
class | instances | share of cell area, %
well taps | 72 | 2.689
inverters | 10 | 1.120
multi-input cells | 64 | 38.24
repair buffers | 194 | 57.95
Power figures rest on the tool's default switching activity, not on a simulated workload.
