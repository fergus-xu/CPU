[config.mk]
export PLATFORM = sky130hd
export DESIGN_NAME = zero_detector
export DESIGN_NICKNAME = zero_detector
export VERILOG_FILES = /design/flow/design.v
export SDC_FILE = /design/flow/constraint.sdc
export NUM_CORES = 4
export LEC_CHECK = 1
export CORE_AREA = 10 10 70 70
export DIE_AREA = 0 0 80 80
[constraint.sdc]
current_design zero_detector

set clk_period 2.2
set clk_io_pct 0.2

create_clock -name clk0 -period $clk_period

set non_clock_inputs [all_inputs -no_clocks]
set_input_delay [expr $clk_period * $clk_io_pct] -clock clk0 $non_clock_inputs
set_output_delay [expr $clk_period * $clk_io_pct] -clock clk0 [all_outputs]
[design.v]
`timescale 10ps/1fs
module or_4bit(in, out);
	input logic [3:0] in;
	output logic out;
	or #5 (out, in[0], in[1], in[2], in[3]);
endmodule
module or_16bit(in, out);
	input logic [15:0] in;
	output logic out;
	wire [3:0] w;
	or_4bit or0 (in[3:0], w[0]);
	or_4bit or1 (in[7:4], w[1]);
	or_4bit or2 (in[11:8], w[2]);
	or_4bit or3 (in[15:12], w[3]);
	or_4bit or4 (w[3:0], out);
endmodule
`timescale 10ps/1fs
module zero_detector(in, zero);
	input logic [63:0] in;
	output logic zero;
	wire [3:0] w;
	wire not_zero;
	or_16bit or0 (in[15:0], w[0]);
	or_16bit or1 (in[31:16], w[1]);
	or_16bit or2 (in[47:32], w[2]);
	or_16bit or3 (in[63:48], w[3]);
	or_4bit or4 (w[3:0], not_zero);
	not #5 (zero, not_zero);
endmodule
[run.sh]
#!/bin/bash
# OpenROAD 26Q1-2900-gdf79404cd8, Yosys 0.63+post, stock flow scripts
make -C /OpenROAD-flow-scripts/flow DESIGN_CONFIG=/design/flow/config.mk WORK_HOME=/design/flow/orfs finish
==> deck_impl_summary.md <==
Synthesis and Place & Route Summary

Status
  • Status: completed

Final layout
  • Final instance area: 973.4 µm²
  • Share of cells above drive strength 1: 17.44%
  • Final Instance Count excl. Fillers: 133
  • Sequential cell count: 0
  • Reg area: 0 µm²
  • P&R area growth vs syn: 576.5%
  • # clk buffers: 0
  • Final core utilization: 28.50%

Synthesis
  • Ys cells: 21
  • YS warnings: 0
  • Area leader, netlist: nor4_1
  • Seq share, synth: 0%
  • Syn Area/Cell: 6.852 µm²
  • Distinct cells, synth: 3
  • Cell area leaders: nor4_1 (65%), nand4_1 (17%), nor4_2 (17%)
  • Syn Inst Count: 21
  • Mapped Area: 143.9 µm²
  • Max-area cell share: 65.22%
  • Top cells by count, synth: nor4_1 (15), nand4_1 (4), nor4_2 (2)
  • Yosys Chip Area: 143.9 µm²
  • Yosys top cell by instances: nor4_1

Critical path
  • CP max FO: 1
  • Critical path, cell by cell: clkdlybuf4s50_1 > nor4_2 > nand4_1 > nor4_2 > buf_2
  • CP endpoint kind: output pin
  • Most used cell, CP: nor4_2
  • Crit Path Category: in -> out
  • Startpoint types: input pin
  • Crit path DRT: 1.76 ns
  • Slowest stage delay, CP: 0.41 ns
  • CP max stage cell: clkdlybuf4s50_1
  • Critical Path AT: 1.66 ns

Clock tree
  • Setup repair bufs after CTS: 0
  • Hold buffers post-CTS: 0

Timing
  • Max frequency: 0.4769 GHz
  • Setup ws final: 0.1032 ns
  • Fin crit period: 2.097 ns
  • Max Slew Vio Count: 0
  • Worst-margin pin slew: 0.2694 ns
  • Final Hold Viols: 0
  • Setup TNS: 0 ns
  • Slew HR: 81.88%
  • Setup Viol. Count Final: 0
  • Final period util: 95.31%

Global routing
  • Overflow after GRT: 0
  • Vias in the first global route: 552
  • Initial antenna violation count: 1
  • Gr usage total: 5.241%
  • Largest net degree at the start of global routing: 2
  • First-pass GRT wire length: 2704 µm

Route
  • Final WL: 1927 µm
  • TritonRoute pass-1 iters: 1
  • DRT iter0 DRCs: 0
  • Wirelength per Cell: 14.49 µm
  • Via density: 3.677
  • Vias: 489
  • Final ANT Viol Nets: 0
  • DR DRC count: 0

Flow run
  • Max-cap viol count: 0
  • Log Warnings: 32

Placed design
  • Detailed Place HPWL: 1727 µm
  • Port Buf Inserts: 65
  • Final weighted congestion in routability-driven placement: 0.8231
  • Cell Count Post-Placement: 132
  • DP Worst Slack: -0.4231 ns
  • Post-DP Area: 852.1 µm²

Power
  • Leak: 0.0004544 µW
  • Peak VDD IR: 0.00003281 V
  • Cell Pwr Density: 129.1 nW/µm²

Min path
  • Class of the worst hold path: in -> out

Floorplanning
  • Core Area: 3416 µm²
  • Row count: 21
  • Chip Height: 80 µm
  • Die W: 80 µm
  • Die ar.: 6400 µm²
  • I/O Pins: 65
  • Core Util at FP: 4.212%
==> power breakdown <==
group           leakage [µW]  internal, µW  switching, µW
clock network  0.00000000634     0.0000607              0
registers                  0             0              0
logic               0.000454          98.8           26.9
==> stage by stage <==
| step | total power, µW | hold slack [ns] |
|---|---|---|
| after floorplan | 5.559 | 0.9987 |
| after global placement | 119.4 | 1.943 |
| after detailed placement | 120.7 | 1.929 |
| after CTS | 123.5 | 1.404 |
| after global routing | 133.2 | 1.322 |
| final | 125.7 | 1.282 |
==> final timing paths <==
kind                   start  endpoint  slack, ns  cells after the start
worst max-delay path  in[36]      zero       0.10                      5
worst min-delay path  in[58]      zero       1.28                      5
==> per-layer routing <==
metal | track usage, % | wire (µm) | share of wire (%)
met5 | 0 | 0 | 0
met4 | 0 | 0 | 0
met3 | 3.068 | 304 | 16
met2 | 8.507 | 886 | 46
met1 | 6.196 | 736 | 38
==> kinds of logic (layout without fill, tap and decap cells) <==
group | Yosys count | count (layout) | share of synthesized area (%)
and+or+nand+nor | 21 | 21 | 99.99
buffers and inverters | 0 | 65 | 0
other | 0 | 1 | 0
==> layout make-up <==
| class | instances | area, µm² |
|---|---|---|
| fill | 364 | 2442 |
| timing repair buffer | 65 | 694.4 |
| multi-input combinational | 21 | 219.0 |
| tap | 46 | 57.56 |
| antenna | 1 | 2.502 |
==> worst max-delay path, delay by kind of cell <==
family | cells | cell delay, ns
simple gates | 3 | 0.67
buf+inv | 2 | 0.55
==> placed cells by master, fill, tap and decap left out, drive strengths merged <==
cell type      count
nand4              4
nor4              17
dlymetal6s2s      20
buf                1
dlygate4sd2        1
clkdlybuf4s50     43
diode              1
==> what timing repair did <==
item                                    in CTS  in global routing
endpoints found under the setup margin       1                  1
resized                                      7                 29
pin swaps                                    5                 12
No activity file was given, so power comes from the tool's default toggle rates.
